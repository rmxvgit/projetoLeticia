==> flow/constraint.sdc <==
current_design fdiv

set clk_period 6.4
set clk_io_pct 0.2

create_clock -name clk0 -period $clk_period [get_ports {clkin}]

set non_clock_inputs [all_inputs -no_clocks]
set_input_delay [expr $clk_period * $clk_io_pct] -clock clk0 $non_clock_inputs
set_output_delay [expr $clk_period * $clk_io_pct] -clock clk0 [all_outputs]
==> flow/design.v <==
module fdiv(
		input clkin,
		output reg clkout
);
integer cont;
initial cont=0;
always @ (posedge clkin)
	begin
		if(cont==2500000)
			begin
				cont<=0;
				clkout<=~clkout;
			end
		else
			begin
				cont<=cont+1;
			end
	end
endmodule
==> flow/config.mk <==
export PLATFORM = sky130hd
export DESIGN_NAME = fdiv
export DESIGN_NICKNAME = fdiv
export VERILOG_FILES = /design/flow/design.v
export SDC_FILE = /design/flow/constraint.sdc
export NUM_CORES = 4
export LEC_CHECK = 1
export CORE_UTILIZATION = 30
==> flow/run.sh <==
#!/bin/bash
# OpenROAD 26Q1-2900-gdf79404cd8, Yosys 0.63+post, stock flow scripts
make -C /OpenROAD-flow-scripts/flow DESIGN_CONFIG=/design/flow/config.mk WORK_HOME=/design/flow/orfs finish
==> metrics.txt <==
# HELP chip_impl_metric Flow report values
# TYPE chip_impl_metric gauge
chip_impl_metric{name="sum_of_negative_setup_slack",unit="ps"} 0
chip_impl_metric{name="routedWlPerCell",unit="um"} 11.14
chip_impl_metric{name="power.density",unit="mW/mm2"} 219.0
chip_impl_metric{name="edf_count",unit=""} 1
chip_impl_metric{name="netlist_instances",unit=""} 146
chip_impl_metric{name="final_max_slew_viol_count",unit=""} 0
chip_impl_metric{name="grt_usage",unit="%"} 11.05
chip_impl_metric{name="port-buffer-count",unit=""} 1
chip_impl_info{name="critPathSlowestCell",value="clkdlybuf4s50_1"} 1
chip_impl_info{name="setup_repair_after_global_routing_missed_its_margin",value="no"} 1
chip_impl_info{name="cts.root.buffer_cell",value="clkbuf_8"} 1
chip_impl_metric{name="crit_required",unit="ps"} 5120
chip_impl_metric{name="postSynthRegisterBits",unit=""} 33
chip_impl_metric{name="worst_vdd_rail_ir_drop",unit="V"} 0.00009555
chip_impl_info{name="path_class",value="reg -> out"} 1
chip_impl_metric{name="clock_skew",unit="ps"} 3.041
chip_impl_metric{name="power",unit="uW"} 360.0
chip_impl_metric{name="clock_sinks",unit=""} 33
chip_impl_info{name="worstPathCellList",value="clkdlybuf4s50_1"} 1
chip_impl_metric{name="clock_pin_slew_on_the_worst_setup_and_hold_paths",unit="ps"} 60
chip_impl_metric{name="detailroute.via_count",unit=""} 1024
chip_impl_metric{name="synth_sequential_area_ratio",unit="%"} 45.81
chip_impl_metric{name="post-route-drc-count",unit=""} 0
chip_impl_metric{name="hold_viol",unit=""} 0
chip_impl_metric{name="final.hold.worst_slack",unit="ps"} 485.6
chip_impl_metric{name="growth_of_design_area_from_synthesis_to_finish",unit="%"} 12.31
chip_impl_metric{name="number_of_antenna_violations_at_the_first_check_in_global_routing",unit=""} 0
chip_impl_metric{name="cts-buffers-inserted",unit=""} 5
chip_impl_metric{name="drt_pre_antenna_iters",unit=""} 4
chip_impl_metric{name="post-route-min-period",unit="ps"} 2353
chip_impl_metric{name="worstMarginPinSlew",unit="ps"} 573.3
chip_impl_metric{name="synth-async-reset-ratio",unit="%"} 0
chip_impl_metric{name="grt_first_pass_wirelength",unit="um"} 4471
chip_impl_metric{name="routability_congestion_estimate",unit=""} 0.8182
chip_impl_metric{name="cts-resized-gates",unit=""} 0
chip_impl_metric{name="cpPeakStageDelay",unit="ps"} 450
chip_impl_metric{name="timing.final.crit_share",unit="%"} 36.77
chip_impl_metric{name="synth_stat.cells",unit=""} 146
chip_impl_metric{name="drv.max_cap_violation_count",unit=""} 0
chip_impl_info{name="worstHoldPathType",value="reg -> reg"} 1
chip_impl_metric{name="ys_chip_area",unit="mm2"} 0.001464
chip_impl_metric{name="holdBufCountCts",unit=""} 0
chip_impl_metric{name="final_core_util",unit="%"} 34.81
chip_impl_metric{name="cp_max_fo",unit=""} 2
chip_impl_info{name="critical-path-top-delay-family",value="buffers and inverters"} 1
chip_impl_metric{name="drt-vias-per-instance",unit=""} 4.633
chip_impl_metric{name="mappedNetlistArea",unit="mm2"} 0.001464
chip_impl_info{name="outcome",value="complete, no violations"} 1
chip_impl_metric{name="setup-violations-final",unit=""} 0
chip_impl_metric{name="die-area",unit="mm2"} 0.005163
chip_impl_metric{name="core_region_area",unit="mm2"} 0.004723
chip_impl_metric{name="grt_pass1_vias",unit=""} 969
chip_impl_metric{name="post_synthesis_area_per_instance",unit="um2"} 10.03
chip_impl_metric{name="drt_wl_total",unit="um"} 2462
chip_impl_metric{name="power_leakage",unit="nW"} 0.5053
chip_impl_metric{name="grt_overflow_total",unit=""} 0
chip_impl_info{name="area_leaders",value="dfxtp_1 44%, xnor2_1 13%, nand4_1 6.0%, nand3_1 4.8%, nor4_4 4.4%"} 1
chip_impl_info{name="r2r-start",value="cont[0]$_SDFF_PN0_"} 1
chip_impl_metric{name="crit_arrival",unit="ps"} 1070
chip_impl_info{name="worst_setup_path_startpoint",value="clkout$_DFFE_PN_"} 1
chip_impl_info{name="worstSetupStartpointType",value="flop"} 1
chip_impl_metric{name="row_count",unit=""} 25
chip_impl_metric{name="fmaxAchievable",unit="GHz"} 0.4250
chip_impl_metric{name="post-cts-setup-buffers",unit=""} 0
chip_impl_metric{name="number_of_routed_nets_with_antenna_violations",unit=""} 0
chip_impl_metric{name="grt_start_max_net_pins",unit=""} 11
chip_impl_metric{name="cts_htree_levels",unit=""} 2
chip_impl_metric{name="log.warning_count",unit=""} 26
chip_impl_metric{name="post_synth_num_cell_types",unit=""} 28
chip_impl_info{name="ys_dominant_reg_cell",value="dfxtp_1"} 1
chip_impl_metric{name="post_route_cells_drive_above_1_share",unit="%"} 9.091
chip_impl_metric{name="core_util_floorplan",unit="%"} 30.99
chip_impl_metric{name="slew-limit-headroom",unit="%"} 61.49
chip_impl_metric{name="critical_path.n_buffers_inverters",unit=""} 1
chip_impl_metric{name="floorplan.die.width",unit="um"} 71.86
chip_impl_metric{name="register_area",unit="um2"} 670.6
chip_impl_info{name="synth.largest_area_cell",value="dfxtp_1"} 1
chip_impl_info{name="tritoncts",value="done"} 1
chip_impl_metric{name="clock_tree.buffer_depth",unit=""} 2
chip_impl_info{name="worstHoldStart",value="cont[31]$_SDFF_PN0_"} 1
chip_impl_metric{name="drt_iter0_markers",unit=""} 49
chip_impl_metric{name="floorplan.die.height",unit="um"} 71.86
chip_impl_metric{name="antenna_cells",unit=""} 0
chip_impl_metric{name="top_area_share",unit="%"} 43.76
chip_impl_metric{name="worstSkewPairLatency",unit="ps"} 280
chip_impl_metric{name="io_pins",unit=""} 2
chip_impl_info{name="endpoint_kind",value="output pin"} 1
chip_impl_metric{name="fillerInstances",unit=""} 493
chip_impl_metric{name="comb_area",unit="um2"} 770.7
chip_impl_metric{name="detailedPlacementHpwl",unit="um"} 1714
chip_impl_metric{name="yosys_warnings",unit=""} 1
synthesized netlist by cell type, types with 2 or more instances:
| library cell | count |
|---|---|
| xor2_1 | 6 |
| nand3_1 | 14 |
| nor4_1 | 3 |
| inv_1 | 6 |
| dfxtp_1 | 32 |
| nor2_1 | 13 |
| nor3_1 | 5 |
| nor4b_1 | 2 |
| nor4_4 | 3 |
| xnor2_1 | 21 |
| nand2_1 | 8 |
| o21ai_0 | 2 |
| nand4_1 | 14 |
| ha_1 | 2 |
| and3_1 | 2 |
metal layers:
| metal | GRT usage [%] | part of all wire, % | up-vias |
|---|---|---|---|
| li1 | - | - | 539 |
| met1 | 17.24 | 54 | 471 |
| met2 | 16.04 | 41 | 7 |
| met3 | 2.853 | 2.9 | 7 |
| met4 | 1.961 | 2.3 | 0 |
| met5 | 0 | 0 | - |
stage by stage:
step / cells / setup slack, ps / area [um2]
after floorplan: 146 / 4791 / 1464
after global placement: 214 / 4352 / 1558
after detailed placement: 214 / 4341 / 1558
after CTS: 221 / 4032 / 1644
after global routing: 221 / 3995 / 1644
final: 221 / 4047 / 1644
final timing paths:
check        slack, ps  cells after the start                   to
max               4050                      1               clkout
min                490                      1  cont[31]$_SDFF_PN0_
max reg2reg       4540                      5     clkout$_DFFE_PN_
min reg2reg        490                      1  cont[31]$_SDFF_PN0_
cell type report:
class,instances,share of cell area [%]
clock buffers,7,5.251
repair buffers,1,0.6088
inverters,6,1.370
well taps,67,5.099
flip-flops and latches,33,40.79
multi-input cells,107,46.88
registers in the layout, indices dropped and copies added (netlist names):
register / count
clkout: 1
cont: 32
kinds of logic (layout without fill, tap and decap cells):
logic type / after synthesis / count (layout) / synth area share [%]
and+or+nand+nor: 72 / 72 / 31.80
DFF: 33 / 33 / 45.81
xor gates and xnor gates: 27 / 27 / 16.15
buffers and inverters: 6 / 14 / 1.538
AOI/OAI and AO/OA: 5 / 5 / 2.308
adders and majority gates: 2 / 2 / 1.709
muxes: 1 / 1 / 0.6838
power by group:
part	internal (mW)	switching, mW
clock	0.0852	0.0686
combinational	0	0
sequential	0.206	0
placed cells by master, fill, tap and decap left out, drive strengths merged, types with 2 or more instances in the layout:
cell type | synthesis | layout
nor2 | 14 | 14
dfxtp | 32 | 32
clkbuf | 0 | 7
nor4 | 6 | 6
ha | 2 | 2
nand4 | 15 | 15
o21ai | 2 | 2
nand2 | 8 | 8
inv | 6 | 6
and3 | 2 | 2
nor3 | 5 | 5
xnor2 | 21 | 21
nor4b | 2 | 2
nand3 | 15 | 15
xor2 | 6 | 6
Power and IR drop assume default switching activity.
