--- ./design.v ---
module clue7(
	input logic [6:0]key,
	input logic [6:0]usr,
	input logic [5:0]clueSel,
	output logic [6:0]dica
);
	always_comb begin
	case (clueSel)
		6'b000001: dica = key & usr;
		6'b000010: dica = key | usr;
		6'b000100: dica = ~(key & usr);
		6'b001000: dica = ~(key | usr);
		6'b010000: dica = key ^ usr;
		default: dica = ~(key ^ usr);
	endcase
	end
endmodule
--- ./run.sh ---
#!/bin/bash
# OpenROAD 26Q1-2900-gdf79404cd8, Yosys 0.63+post, stock flow scripts
make -C /OpenROAD-flow-scripts/flow DESIGN_CONFIG=/design/flow/config.mk WORK_HOME=/design/flow/orfs finish
--- ./config.mk ---
export PLATFORM = sky130hd
export DESIGN_NAME = clue7
export DESIGN_NICKNAME = clue7
export VERILOG_FILES = /design/flow/design.v
export SDC_FILE = /design/flow/constraint.sdc
export NUM_CORES = 4
export LEC_CHECK = 1
export CORE_AREA = 10 10 70 70
export DIE_AREA = 0 0 80 80
--- ./constraint.sdc ---
current_design clue7

set clk_period 3.1
set clk_io_pct 0.2

create_clock -name clk0 -period $clk_period

set non_clock_inputs [all_inputs -no_clocks]
set_input_delay [expr $clk_period * $clk_io_pct] -clock clk0 $non_clock_inputs
set_output_delay [expr $clk_period * $clk_io_pct] -clock clk0 [all_outputs]
==> reports/results.txt <==
Run status = finished, final reports clean
Port Buffers = 27
Crit Path Max Fanout = 2
Unique cell type count in the Yosys netlist = 17
Final Cycle Share = 0.963
Yosys stat cell total = 105
Gpl congestion = 0.762
Top sig layer = met3
Switching part of the total power = 0.411
Area delta synth->final = 57.9%
CP cell instances = clkdlybuf4s50_1, inv_1, ha_1, or3b_2, a21oi_2, a2111oi_0, mux2i_1, dlygate4sd2_1
Pwr per Cell Area = 99.5 mW/mm²
Die X = 80 µm
Ant diodes = 0
Routed Antenna Nets = 0
Reg power frac = 0
Vias in the first global route = 769
Synth mux share = 0.0951
Wire per inst = 11.4 µm
Initial antenna violation count = 0
Top cells excl fill/tap = inv_1, nor3_1, ha_1, clkdlybuf4s50_1, buf_4
RSZ-0062 raised after global routing = no
Final Hold Fails = 0
Total die size = 0.00640 mm²
Post-Syn Area = 737 µm²
Worst Tran Pin Value = 0.462 ns
Final Setup Violations = 0
Detailed Place HPWL = 1680 µm
Ports = 27
WP data arrival = 2.37 ns
Die height = 80 µm
MaxCap Viol Count = 0
Fillcell total = 366
Highest clock rate = 335 MHz
Synth logic family = simple AND/OR/NAND/NOR gates
Max stage delay on crit path = 0.48 ns
Met2 wire len = 976 µm
Share of layout cells above drive strength 1 = 0.234
Slowest-stage cell, CP = clkdlybuf4s50_1
Row cnt = 21
Routed wire length = 2090 µm
Crit path kind = in -> out
Met1 Wirelength = 980 µm
Tool Warnings = 40
PnR worst setup slack = 0.115 ns
DR iter-0 viols = 31
Via density = 4.53
Ao+oa area frac = 0.131
Met3 WL = 133 µm
Slew Limit Headroom = 0.684
Mapped Cells = 105
Adder-cell share of the synthesized area = 0.238
Hold buffers post-CTS = 0
Util after Layout = 0.341
Sequential cell count = 0
Top cell excl fill/tap = inv_1
Register area share after synthesis = 0
Pleak = 0.000500 µW
Power share of the clock group = 0
FF/Latch Area = 0 µm²
Yosys xor share = 0.0119
DRC viols = 0
Dpl ws = -0.346 ns
Tot GR Track Use = 0.0617
Syn Area/Cell = 7.02 µm²
Largest net degree at the start of global routing = 15
First drt pass iteration count = 4
P_int = 68.2 µW
Simple-Gate Area Share = 0.365
Clock buffer count in the final layout = 0
Min Tclk post-route = 2.99 ns
Combinational power share = 1.000
Yosys chip area = 737 µm²
Core area = 0.00342 mm²
Startpoint types = input pin
Pins over their slew limit = 0
Crit path DRT = 2.48 ns
Psw = 47.5 µW
Pre-Place Util = 0.216
Hold WC Path Type = in -> out
Grt ovf = 0
CP Capture Type = output port
First-pass GRT wire length = 3400 µm
Via count = 829
Peak VDD IR = 0.0388 mV
Synthesis Warnings = 1
[per-stage QoR]
stage	setup TNS, ns	hold slack (ns)	power, µW	cells	cell area [µm²]
global placement	-1.81	2.32	120	183	1140
floorplan	0	1.43	47.7	105	737
detailed placement	-1.94	2.34	121	183	1140
finish	0	2.01	116	183	1160
global route	0	2.07	130	183	1160
CTS	-0.163	2.17	117	183	1150
[cell usage after synthesis]
cell type   n  area, µm²
inv_1      21       78.8
nor3_1     15       75.1
ha_1       14        175
a2111oi_0   7       61.3
a21oi_1     7       35.0
mux2i_1     7       70.1
nand3b_1    7       52.6
or3b_2      7       61.3
buf_2       4       20.0
or4_1       4       30.0
clkbuf_1    3       11.3
nand2b_1    2       12.5
nor2_1      2       7.51
or4b_1      2       20.0
buf_4       1       7.51
nor3_2      1       10.0
xnor2_1     1       8.76
[final cells by class]
| class | count | area, µm² | area share |
|---|---|---|---|
| repair buffers | 40 | 364 | 0.313 |
| inverters | 21 | 78.8 | 0.0677 |
| multi-input cells | 76 | 663 | 0.570 |
| well taps | 46 | 57.6 | 0.0495 |
[routing by layer]
metal  vias to the layer above  GRT usage
met5                         -          0
met4                         0          0
met3                         0     0.0136
met2                        20      0.102
met1                       374     0.0847
li1                        435          -
[power groups by stage]
| stage | sequential [µW] | clock (µW) | combinational, µW |
|---|---|---|---|
| after CTS | 0 | 0 | 117 |
| after global routing | 0 | 0 | 130 |
| final | 0 | 0 | 116 |
[timing repair]
action,CTS,global route
gates resized,19,10
pin swaps,3,1
setup buffers,0,0
hold endpoints to repair,0,0
setup endpoints to repair,7,5
[worst max-delay path, delay by kind of cell]
kind	cells	cell delay [ns]
buffers and inverters	3	0.76
AND/OR/NAND/NOR	1	0.45
adder cells (fa/ha/maj)	1	0.20
AND-OR/OR-AND	2	0.19
multiplexers	1	0.14
[cells by family after synthesis]
logic type,after synthesis
fa+ha+maj,14
xor+xnor,1
simple gates,40
mux,7
compound gates,14
buf+inv,29
[path summary, 6_finish.rpt]
kind / from / endpoint / cells past startpoint
max: key[3] / dica[3] / 8
min: usr[0] / dica[0] / 5
Power figures rest on the tool's default switching activity, not on a simulated workload.
