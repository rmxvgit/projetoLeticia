==> design.v <==
module count(
		input logic clk,
		input logic reset,
		output out,
		output logic [3:0]num
);
always_ff @ (posedge clk, posedge reset)
	if(reset)
		begin
			num <= 9;
			out <= 0;
		end
	else
		if(num==0)
			begin
				num<=9;
				out <=1;
			end
		else
			begin
				num <= num-1;
				out <= 0;
			end
endmodule
==> run.sh <==
#!/bin/bash
# OpenROAD 26Q1-2900-gdf79404cd8, Yosys 0.63+post, stock flow scripts
make -C /OpenROAD-flow-scripts/flow DESIGN_CONFIG=/design/flow/config.mk WORK_HOME=/design/flow/orfs finish
==> config.mk <==
export PLATFORM = sky130hd
export DESIGN_NAME = count
export DESIGN_NICKNAME = count
export VERILOG_FILES = /design/flow/design.v
export SDC_FILE = /design/flow/constraint.sdc
export NUM_CORES = 4
export LEC_CHECK = 1
export CORE_AREA = 10 10 70 70
export DIE_AREA = 0 0 80 80
==> constraint.sdc <==
current_design count

set clk_period 1.4
set clk_io_pct 0.2

create_clock -name clk0 -period $clk_period [get_ports {clk}]

set non_clock_inputs [all_inputs -no_clocks]
set_input_delay [expr $clk_period * $clk_io_pct] -clock clk0 $non_clock_inputs
set_output_delay [expr $clk_period * $clk_io_pct] -clock clk0 [all_outputs]
==> Changelog: implementation <==
### Physical design

- Status: complete, no violations
- Pleak: 0.143 nW
- Fmax: 0.762 GHz
- Clock Path Buffers: 2
- Final Wtd Congestion: 0.714
- Clock slew at reported path FFs: 0.04 ns
- Chip footprint: 6400 µm²
- Max-slew violation count: 0
- DRT iter0 DRCs: 4
- Critical Path Fanout Max: 2
- Setup Skew: 0.00373 ns
- Distinct lib cells used: 11
- Pwr Density: 896 nW/µm²
- Die W: 80 µm
- Area growth syn-to-layout: 87.4%
- Initial antenna violation count: 0
- Layout cells sized above 1: 0.267
- Crit path launch type: register
- Worst vdd ir: 165 µV
- CTS tree: built
- Final Util: 0.104
- Tool warnings: 25
- Crit path cell chain: clkdlybuf4s50_1
- WP buf/inv: 1
- Root buf cell: clkbuf_4
- IO Pins: 7
- Final Hold Vio Count: 0
- Final WL: 525 µm
- YS chip area: 189 µm²
- CP max stage cell: clkdlybuf4s50_1
- Mapped Area: 189 µm²
- Largest net degree at the start of global routing: 6
- Grt ovf: 0
- Critical path class: register to primary output
- Tally of buffers added on design ports: 6
- Measured slew at the worst slew-check pin: 0.215 ns
- Dominant logic cell types in the final layout: clkbuf_4, clkdlybuf4s50_1, dfrtp_1, dlygate4sd2_1, buf_4
- Rows: 21
- Relative slew slack: 0.856
- # Cells Yosys: 17
- Fin Setup TNS: 0 ns
- Core Box Area: 3420 µm²
- Tmin final: 1.31 ns
- Clock latency (worst-skew pair): 0.24 ns
- Crit-path max cell delay: 0.46 ns
- Vias in the first global route: 196
- Hold Crit Class: primary input to asynchronous set/reset pin
- CTS sink count: 5
- CTS Buf Count: 3
- Wire per inst: 6.82 µm
- First-pass GRT wire length: 931 µm
- Final Setup Violations: 0
- Synthesis warning total: 4
- RSZ-0062 raised after global routing: false
- Crit-path leading delay family: buffers and inverters
- Critical Path End Type: primary output
- HPWL Detailed: 396 µm
- Via/cell ratio: 2.19
- Mapped Cells: 17
- Synth Seq Share: 0.675
- ANT nets after route: 0
- Critical Path AT: 1.03 ns
- GRT Util Overall: 0.0204
- First-pass iteration count of the detailed router: 3
- Number of max-cap violations: 0
- FP Util: 0.0553
- Tcrit/Tclk final: 0.937
- # hold bufs at CTS: 0
- Via Count: 169
- DRC: 0
- Crit path DRT: 1.12 ns
- Syn_area_per_cell: 11.1 µm²
- Ys flops: 5
- Htree depth: 1
- Die Ht: 80 µm
## synth_stat cells
cell type | n | area [µm²]
xor2_1 | 1 | 8.76
dfstp_2 | 2 | 52.6
nand2_1 | 1 | 3.75
nand2b_1 | 1 | 6.26
nor2_1 | 1 | 3.75
inv_1 | 2 | 7.51
nor3_1 | 2 | 10.0
dfrtp_1 | 3 | 75.1
o21ai_1 | 2 | 10.0
o21ai_0 | 1 | 5.00
or2_1 | 1 | 6.26
## worst paths after layout
| check | start | end | slack, ns | cells after the start |
|---|---|---|---|---|
| setup / recovery | num[2]$_DFF_PP0_ | num[2] | 0.09 | 1 |
| hold / removal | reset | num[2]$_DFF_PP0_ | 0.25 | 2 |
| setup reg to reg | num[0]$_DFF_PP1_ | num[2]$_DFF_PP0_ | 0.40 | 3 |
| hold reg to reg | num[2]$_DFF_PP0_ | out$_DFF_PP0_ | 0.55 | 2 |
| max in group asynchronous | reset | num[0]$_DFF_PP1_ | 0.91 | 2 |
| min in group clk0 | num[2]$_DFF_PP0_ | out$_DFF_PP0_ | 0.55 | 2 |
## stage by stage
stage | setup slack, ns | cells | total power, mW | hold WS (ns) | cell area (µm²)
finish | 0.0876 | 77 | 0.317 | 0.251 | 354
global route | 0.0467 | 76 | 0.343 | 0.264 | 352
CTS | 0.0721 | 76 | 0.321 | 0.253 | 352
detailed placement | 0.0849 | 70 | 0.153 | 0.501 | 314
global placement | 0.103 | 70 | 0.153 | 0.483 | 314
floorplan | 0.560 | 17 | 0.150 | 0.0571 | 189
## state kept, by name, summed over array words and instances, names as in the netlist
| name | cells |
|---|---|
| out | 1 |
| num | 4 |
## report_power, final
part	switching [mW]	internal, mW	leakage [nW]	total [mW]
clock	0.0585	0.108	0.0150	0.166
sequential	0	0.145	0.0587	0.145
combinational	0.00300	0.00263	0.0694	0.00563
total	0.0615	0.256	0.143	0.317
## cell type report
class                           instances  area (µm²)
Multi-Input combinational cell         10        53.8
Antenna cell                            1        2.50
Timing Repair Buffer                    9        78.8
Clock buffer                            4        26.3
Sequential cell                         5         128
Tap cell                               46        57.6
Fill cell                             399        3060
Inverter                                2        7.51
## worst reg2reg max path: cells and delay by family, from the launching register on
kind / cells / cell delay [ns]
flip-flops: 1 / 0.54
AND/OR/NAND/NOR: 1 / 0.14
buffers and inverters: 1 / 0.12
AND-OR/OR-AND: 1 / 0.08
## per-layer routing
layer  routed length (µm)  share of wire  global-route usage  vias up
met1                  214           0.41              0.0194       76
met5                    0              0                   0        -
met3                  158           0.30              0.0318        0
met4                    0              0             0.00352        0
met2                  152           0.29              0.0233       12
li1                     -              -                   -       81
## logic make-up (layout without fill, tap and decap cells)
| family | count (synthesis) | in the layout | synth area share |
|---|---|---|---|
| other | 0 | 1 | 0 |
| XOR/XNOR | 1 | 1 | 0.0464 |
| flip-flops | 5 | 5 | 0.675 |
| AND-OR/OR-AND | 3 | 3 | 0.0794 |
| AND/OR/NAND/NOR | 6 | 6 | 0.159 |
| buffers and inverters | 2 | 15 | 0.0397 |
## timing repair
item                       CTS  global route
buffers inserted             2             0
hold endpoints to repair     0             0
setup endpoints to repair    4             0
gates resized                3             0
Power is estimated from default activity; no workload was simulated.
